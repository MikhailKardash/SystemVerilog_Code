==> design.v <==
module bitcoin_hash1(  
input logic          clk, reset_n, start,
input logic   [15:0] message_addr, output_addr,
output logic          done, mem_clk, mem_we,
output logic   [15:0] mem_addr,
output logic   [31:0] mem_write_data,
input logic   [31:0] mem_read_data);
enum logic [3:0] {IDLE, PREPREP, READ, COMPUTE, POST, READ2, COMPUTE2_2, POST2, NEXTPREP, WRITE, PREP3, DONE} state;
 logic [7:0] rc;  
 logic [3:0] wc;
 logic [6:0] tnew,twoo;
 logic [31:0] A,B,C,D,E,F,G,H_H,kT,j_curr, wTemp,Sdot,Wnew;
 logic [31:0] w[16];
 logic [31:0] H[8];
 logic [31:0] readstor[3];
 logic [31:0] Hstor[8];
 logic [5:0] nonce;
 assign mem_clk = clk;
 logic compstate;
parameter int sha256_k[0:63] = '{
   32'h428a2f98,32'h71374491,32'hb5c0fbcf,32'he9b5dba5,32'h3956c25b,32'h59f111f1,32'h923f82a4,32'hab1c5ed5,
   32'hd807aa98,32'h12835b01,32'h243185be,32'h550c7dc3,32'h72be5d74,32'h80deb1fe,32'h9bdc06a7,32'hc19bf174,
   32'he49b69c1,32'hefbe4786,32'h0fc19dc6,32'h240ca1cc,32'h2de92c6f,32'h4a7484aa,32'h5cb0a9dc,32'h76f988da,
   32'h983e5152,32'ha831c66d,32'hb00327c8,32'hbf597fc7,32'hc6e00bf3,32'hd5a79147,32'h06ca6351,32'h14292967,
   32'h27b70a85,32'h2e1b2138,32'h4d2c6dfc,32'h53380d13,32'h650a7354,32'h766a0abb,32'h81c2c92e,32'h92722c85,
   32'ha2bfe8a1,32'ha81a664b,32'hc24b8b70,32'hc76c51a3,32'hd192e819,32'hd6990624,32'hf40e3585,32'h106aa070,
   32'h19a4c116,32'h1e376c08,32'h2748774c,32'h34b0bcb5,32'h391c0cb3,32'h4ed8aa4a,32'h5b9cca4f,32'h682e6ff3,
   32'h748f82ee,32'h78a5636f,32'h84c87814,32'h8cc70208,32'h90befffa,32'ha4506ceb,32'hbef9a3f7,32'hc67178f2
};
function logic [31:0] rightrotate(input logic [31:0] x,
                                  input logic [7:0] r);
begin
    rightrotate = (x >> r) | (x << (32-r));
end
endfunction
always @(tnew) begin
	twoo = tnew + 7'b1;
end
function logic [255:0] sha256_opop(input logic [31:0] a, b, c, d, e, f, g, h, j);
	 logic [31:0] S1, S0, ch, maj, t1, t2;  
begin
    S1 = rightrotate(e, 6) ^ rightrotate(e, 11) ^ rightrotate(e, 25);
    ch = (e & f) ^ ((~e) & g); 
    t1 = S1 + ch + j;
    S0 = rightrotate(a, 2) ^ rightrotate(a, 13) ^ rightrotate(a, 22);
    maj = (a & b) ^ (a & c) ^ (b & c);
    t2 = S0 + maj;
    sha256_opop = {t1 + t2, a, b, c, d + t1, e, f, g};
end
endfunction
function logic [31:0] wtnew(input logic [31:0] woo);  
 logic [31:0] s1;
 s1 = rightrotate(w[14],17)^rightrotate(w[14],19)^(w[14]>>10);
 wtnew = woo + s1;
endfunction
always_ff @(posedge clk) begin
	case(rc)
		7'd18: begin
			readstor[0] <= mem_read_data;
		end
		7'd19: begin
			readstor[1] <= mem_read_data;
		end
		7'd20: begin
			readstor[2] <= mem_read_data;
		end
	endcase
end
always_ff @(posedge clk, negedge reset_n) begin
	if(!reset_n) begin
		state <= IDLE;
		done <= 0;
	end else 
	case (state)
	IDLE:  
		if(start) begin
		mem_we <= 0;
		mem_addr <= message_addr;
		rc <= 1;
		wc <=0;
		A <= 32'h6a09e667;
			B <= 32'hbb67ae85;
			C <= 32'h3c6ef372;
			D <= 32'ha54ff53a;
			E <= 32'h510e527f;
			F <= 32'h9b05688c;
			G <= 32'h1f83d9ab;
			H_H <= 32'h5be0cd19;
			H[0] <= 32'h6a09e667;
			H[1] <= 32'hbb67ae85;
			H[2] <= 32'h3c6ef372;
			H[3] <= 32'ha54ff53a;
			H[4] <= 32'h510e527f;
			H[5] <= 32'h9b05688c;
			H[6] <= 32'h1f83d9ab;
			H[7] <= 32'h5be0cd19;
		state <= PREPREP;
		end
	PREPREP:
		begin
		tnew <= 1;
		kT <= H[7] + sha256_k[0];
		mem_addr <= message_addr+rc;
		rc <= rc + 7'd1;
		nonce <= 32'h0;
		state<=READ;
		end
	READ:
		begin
			w[0] <= mem_read_data;
			j_curr  <= mem_read_data + kT;
			kT <= H[6] + sha256_k[tnew];
			mem_addr <= message_addr+rc;
			rc <= rc + 7'd1;
			state <= COMPUTE;
		end
	COMPUTE:
		begin
			{A,B,C,D,E,F,G,H_H} <= sha256_opop(A,B,C,D,E,F,G,H_H,j_curr);   
			tnew <= tnew + 7'b1;
			mem_we <= 0;   
			mem_addr <= message_addr+rc;
			if (tnew == 14) begin   
				wTemp <= w[0] + w[9];
				Sdot <= rightrotate(w[1],7)^rightrotate(w[1],18)^(w[1]>>3);
			end
			if (tnew == 15) begin
				Wnew <= wTemp + Sdot;
				wTemp <= w[1] + w[10];
				Sdot <= rightrotate(w[2],7)^rightrotate(w[2],18)^(w[2]>>3);
			end
			if (tnew < 64) begin
				rc <= rc + 7'd1;
				kT <= F + sha256_k[twoo];
			end
			if (tnew == 62) begin
				H[3] <= H[3] + A;
				H[7] <= H[7] + E;
			end
			if (tnew == 63) begin
				H[2] <= H[2] + A;			
				H[6] <= H[6] + E;
				Hstor[3] <= H[3];
				Hstor[7] <= H[7];
			end
			if (tnew < 16) begin	
				w[tnew] <= mem_read_data;
				j_curr  <= mem_read_data + kT;
			end else if ((tnew < 64) && (tnew > 15)) begin
				for (int n = 0; n < 15; n++) w[n] <= w[n+1];  
				w[15] <= wtnew(Wnew);
				j_curr <= kT + wtnew(Wnew);
				Wnew <= wTemp + Sdot;
				wTemp <= w[2] + w[11];  
				Sdot <= rightrotate(w[3],7)^rightrotate(w[3],18)^(w[3]>>3);  
			end else begin
				H[1] <= H[1] + A;
				H[5] <= H[5] + E;
				Hstor[2] <= H[2];
				Hstor[6] <= H[6];
				state<=POST;
			end
		end
	POST:
		begin
			H[0] <= H[0] + A;
			H[4] <= H[4] + E;
			Hstor[1] <= H[1];
			Hstor[5] <= H[5];
			tnew <= tnew>>6;  
			kT <= H[7] + sha256_k[0];
			A <= H[0] + A;
			B <= H[1];
			C <= H[2];
			D <= H[3];
			E <= H[4] + E;
			F <= H[5];
			G <= H[6];
			H_H <= H[7];
			state<=READ2;
		end
	READ2:
		begin
			Hstor[0] <= H[0];
			Hstor[4] <= H[4];
			w[0] <= readstor[0];
			wTemp <= readstor[0];
			j_curr <= readstor[0] + kT;
			kT <= G + sha256_k[tnew];
			w[1] <= readstor[1];
			w[2] <= readstor[2];
			w[3] <= nonce;  
				nonce <= nonce + 32'h1;
				w[4] <= 32'h80000000;
				for (int i = 5; i < 15; i++) w[i] <= 32'h00000000;
				w[15] <= 32'd640;
			compstate<=0;
			state <= COMPUTE2_2;
		end
	COMPUTE2_2:
		begin
			{A,B,C,D,E,F,G,H_H} <= sha256_opop(A,B,C,D,E,F,G,H_H,j_curr);   
			tnew <= tnew + 7'b1;
			if (tnew == 14) begin   
				wTemp <= w[0] + w[9];
				Sdot <= rightrotate(w[1],7)^rightrotate(w[1],18)^(w[1]>>3);
			end
			if (tnew == 15) begin
				Wnew <= wTemp + Sdot;
				wTemp <= w[1] + w[10];
				Sdot <= rightrotate(w[2],7)^rightrotate(w[2],18)^(w[2]>>3);
			end
			if (tnew < 64) begin
				kT <= F + sha256_k[twoo];
			end
			if (tnew == 62) begin
				H[3] <= H[3] + A;
				H[7] <= H[7] + E;
			end
			if (tnew == 63) begin
				H[2] <= H[2] + A;
				H[6] <= H[6] + E;
			end
			if(tnew < 16) begin   
					j_curr  <= w[tnew] + kT;
			end else if ((tnew < 64) && (tnew > 15)) begin
				for (int n = 0; n < 15; n++) w[n] <= w[n+1];  
				w[15] <= wtnew(Wnew);
				j_curr <= kT + wtnew(Wnew);
				Wnew <= wTemp + Sdot;
				wTemp <= w[2] + w[11];  
				Sdot <= rightrotate(w[3],7)^rightrotate(w[3],18)^(w[3]>>3);  
			end else begin
				H[1] <= H[1] + A;
				H[5] <= H[5] + E;
				if(compstate == 0) begin
					compstate <= 1;
					state<=POST2;
				end else if (compstate == 1) begin
					compstate<= 0;
					state<=WRITE;
				end
			end
		end
	POST2:
		begin
			H[0] <= H[0] + A;
			H[4] <= H[4] + E;
			w[0] <= A + H[0];
			w[1] <= H[1];
			w[2] <= H[2];
			w[3] <= H[3];
			w[4] <= E + H[4];
			w[5] <= H[5];
			w[6] <= H[6];
			w[7] <= H[7];
			w[8] <= 32'h80000000;
			for (int i = 9; i < 15; i++) begin
				w[i] <= 32'h00000000;
			end
			w[15] <= 32'd256;
			tnew <= 1;
			kT <= 32'h5be0cd19 + sha256_k[0];
			H[0] <= 32'h6a09e667;
			H[1] <= 32'hbb67ae85;
			H[2] <= 32'h3c6ef372;
			H[3] <= 32'ha54ff53a;
			H[4] <= 32'h510e527f;
			H[5] <= 32'h9b05688c;
			H[6] <= 32'h1f83d9ab;
			H[7] <= 32'h5be0cd19;
			A <= 32'h6a09e667;
			B <= 32'hbb67ae85;
			C <= 32'h3c6ef372;
			D <= 32'ha54ff53a;
			E <= 32'h510e527f;
			F <= 32'h9b05688c;
			G <= 32'h1f83d9ab;
			H_H <= 32'h5be0cd19;
			state <= PREP3;
		end
	PREP3:
		begin  
			j_curr  <= w[0] + kT;
			kT <= H[6] + sha256_k[tnew];
			state <= COMPUTE2_2;
		end
	WRITE:
		begin
			mem_we <= 1;
			mem_addr <= output_addr + wc;
			mem_write_data <= H[0] + A;
			if (wc < 15) begin
				wc <= wc + 4'd1;
				A <= Hstor[0];
				B <= Hstor[1];
				C <= Hstor[2];
				D <= Hstor[3];
				E <= Hstor[4];
				F <= Hstor[5];
				G <= Hstor[6];
				H_H <= Hstor[7];
				for (int k = 0; k < 8; k++) begin
					H[k] <= Hstor[k];
				end
				w[0] <= readstor[0];
				w[1] <= readstor[1];
				w[2] <= readstor[2];
				kT <= Hstor[7] + sha256_k[0];
				tnew<= tnew>>6;  
				state<=NEXTPREP;
			end else begin
				state<=DONE;
			end
		end
	NEXTPREP:
		begin
			kT <= G + sha256_k[tnew];
			j_curr  <= w[0] + kT;
			nonce <= nonce + 32'h1;
			w[3] <= nonce;
			w[4] <= 32'h80000000;
			for (int i = 5; i < 15; i++) w[i] <= 32'h00000000;
			w[15] <= 32'd640;
			state <= COMPUTE2_2;
		end
	DONE: begin
		done <=1;
		state <= IDLE;
		end
	endcase
end
endmodule
==> run.sh <==
#!/bin/bash
# OpenROAD 26Q1-2900-gdf79404cd8, Yosys 0.63+post, stock flow scripts
make -C /OpenROAD-flow-scripts/flow DESIGN_CONFIG=/design/flow/config.mk WORK_HOME=/design/flow/orfs finish
==> config.mk <==
export PLATFORM = sky130hd
export DESIGN_NAME = bitcoin_hash1
export DESIGN_NICKNAME = bitcoin_hash1
export VERILOG_FILES = /design/flow/design.v
export SDC_FILE = /design/flow/constraint.sdc
export NUM_CORES = 4
export LEC_CHECK = 1
export CORE_UTILIZATION = 30
export SYNTH_HDL_FRONTEND = slang
==> constraint.sdc <==
current_design bitcoin_hash1

set clk_period 25.8
set clk_io_pct 0.2

create_clock -name clk0 -period $clk_period [get_ports {clk}]

set non_clock_inputs [all_inputs -no_clocks]
set_input_delay [expr $clk_period * $clk_io_pct] -clock clk0 $non_clock_inputs
set_output_delay [expr $clk_period * $clk_io_pct] -clock clk0 [all_outputs]
==> results.sh <==
# source this file to load flow results
export IMPL_crit_family="buffers and inverters"
export IMPL_clkTransAtPathRegs_ns=0.06
export IMPL_vias_per_cell=6.055
export IMPL_path_class="clk -> out"
export IMPL_drv_cap=0
export IMPL_tns_ns=0
export IMPL_ys_area_um2=117500
export IMPL_firstDrtPassIters=13
export IMPL_topCellsByArea="edfxtp_1 (34%), ha_1 (7.8%), xnor2_1 (4.9%), dfxtp_1 (4.4%), o21ai_0 (4.4%)"
export IMPL_cts_tree="yes"
export IMPL_yosys_cells=12420
export IMPL_port_buffers=117
export IMPL_coreArea_um2=389400
export IMPL_rsz0062_at_grt="false"
export IMPL_slowest_stage="clkdlybuf4s50_1"
export IMPL_dominantRegCellSynth="edfxtp_1"
export IMPL_edf_count=1323
export IMPL_cp_max_fo=3
export IMPL_crit_buf_inv=3
export IMPL_warnings=61
export IMPL_vias=107400
export IMPL_setup_viol=0
export IMPL_power_uw=5689
export IMPL_r2r_slack_ns=17.65
export IMPL_clk_latency_ns=1.08
export IMPL_antenna_found_initial=61
export IMPL_critPathCapture="mem_clk"
export IMPL_worst_slew_pin_slew_ns=1.115
export IMPL_cp_depth=3
export IMPL_area_delta_synth_final_pct=12.59
export IMPL_dieWidth_um=627.9
export IMPL_yosysSeqAreaShare=0.3851
export IMPL_wl_mm=584.4
export IMPL_cpMostUsedCell="clkbuf_16"
export IMPL_row_count=229
export IMPL_postLayoutCellArea_um2=132300
export IMPL_crit_path_cell_trace="clkbuf_16, clkbuf_16, clkdlybuf4s50_1"
export IMPL_die_y_um=627.9
export IMPL_clock_skew_ns=0.1278
export IMPL_p_leak_uw=0.04777
export IMPL_cts_resized=0
export IMPL_drive_gt1_frac=0.09267
export IMPL_arrival_ns=13.54
export IMPL_track_usage=0.3002
export IMPL_fin_ws_ns=7.105
export IMPL_avgSynthCellArea_um2=9.466
export IMPL_ir_worst_vdd_uv=55.88
export IMPL_p_int_uw=4377
export IMPL_status="finished, final reports clean"
export IMPL_p_clk_frac=0.496
export IMPL_yosys_area_top_type="edfxtp_1"
export IMPL_swShare=0.2307
export IMPL_synth_flops=1596
export IMPL_crit_path_max_incr_delay_ns=0.39
export IMPL_routabilityCongestion=1.101
export IMPL_yosysTopAreaCellShare=0.3380
export IMPL_cts_setup_buffers=0
export IMPL_grt_max_degree=105
export IMPL_netSwitchingPower_uw=1312
export IMPL_start_kind="clock port"
export IMPL_end_kind="output port"
export IMPL_combPwrFrac=0.020
export IMPL_finalHoldViolations=0
export IMPL_hold_buffers=0
export IMPL_grt_pass1_vias=100400
export IMPL_place_hpwl_mm=435.4
export IMPL_crit_path_start="clk"
export IMPL_hold_path_class="reg -> reg"
export IMPL_drv_slew=0
export IMPL_rr_endpoint="kT[30]"
export IMPL_first_iter_violations=12710
export IMPL_seqPwrFrac=0.484
export IMPL_ff2ff_path_depth=24
export IMPL_dieArea_um2=394300
export IMPL_synth_cells=12420
export IMPL_postPlaceCellArea_um2=125900
export IMPL_required_ns=20.64
export IMPL_drc=0
export IMPL_ys_warn_count=0
export IMPL_fp_util=0.3019
export IMPL_place_ws_ns=7.373
export IMPL_synth_async_sr_flop_share=0.008145
export IMPL_reg2reg_from="tnew[2]"
export IMPL_ios=118
export IMPL_power_density_nw_per_um2=42.99
export IMPL_synth_distinct_cells=102
export IMPL_relSlewSlack=0.2516
export IMPL_gr_total_overflow=0
export IMPL_synth_area_um2=117500
export IMPL_fillers=39000
export IMPL_grt_pass1_wl_mm=803.6
export IMPL_detail_route_antenna_nets=0
export IMPL_wire_per_inst_um=32.93
[through the flow]
step	cells	util	hold slack, ns
after CTS	17690	0.3395	0.4395
after global routing	17700	0.3396	0.4559
after floorplan	12420	-	0.3519
after detailed placement	17340	0.3234	0.4379
final	17750	0.3399	0.4484
after global placement	17340	0.3234	0.4334
[worst min-delay path by stage]
stage	end	slack (ns)	depth (start not counted)	start
after CTS	Hstor[0][18]	0.44	0	H[0][18]
after global routing	Hstor[0][16]	0.46	0	H[0][16]
final	Hstor[0][18]	0.45	0	H[0][18]
[power by group through the flow]
stage	Sequential [uW]	Combinational, uW	Clock (uW)
6_report	2750	114	2820
4_1_cts	2750	108	2840
5_1_grt	2750	116	2920
[synth_stat cells, types with 23 or more instances]
master and number:
o21ai_0 1039, a211oi_1 209, o22a_1 43, a22oi_1 316
nand2b_1 102, a22o_1 64, a31o_2 26, nand2_1 1120
clkbuf_1 742, a21o_1 319, a221oi_1 141, o31ai_1 54
a211o_1 30, nand3_1 171, a222oi_1 182, a21oi_1 994
o221ai_1 50, nand4_1 52, dfxtp_1 260, nor3_1 193
fa_1 86, xor2_1 386, and2_1 34, a311oi_1 35
xnor2_1 657, nor2_1 1031, mux2_2 81, edfxtp_1 1323
o211ai_1 174, o22ai_1 34, a31oi_1 222, nor2b_1 78
or2_2 23, or3_1 43, inv_1 379, buf_1 83
ha_1 731, mux4_2 171, and3_1 82, o21bai_1 104
mux2i_1 50, a221o_1 41, o21a_1 109
[sequential cells by signal, summed over array words and instances (netlist names), 96 cells and up, named ones only]
name / count
readstor: 96
Hstor: 256
w: 512
H: 256
[final cells by class]
class | instances | area, um2 | area share
Multi-Input combinational cell | 9599 | 68150 | 0.5150
Sequential cell | 1596 | 45280 | 0.3421
Tap cell | 5197 | 6502 | 0.04914
Clock buffer | 233 | 5026 | 0.03798
Timing Repair Buffer | 567 | 4537 | 0.03428
Inverter | 384 | 1444 | 0.01091
Clock inverter | 117 | 1272 | 0.009615
Antenna cell | 53 | 132.6 | 0.001002
[layer usage]
| metal | track usage | vias up | wire length, um |
|---|---|---|---|
| met5 | 0.01449 | - | 1443 |
| met3 | 0.1941 | 1613 | 97030 |
| met4 | 0.2099 | 56 | 52010 |
| met2 | 0.3915 | 7025 | 228900 |
| li1 | - | 47030 | - |
| met1 | 0.3569 | 51720 | 205100 |
[cell usage in the layout (no fill, tap or decap), types with 41 or more instances in the layout]
cell and count:
nand2_1 1106, nand2b_1 102, o211ai_1 174, diode_2 53
nand4_1 52, a21oi_1 992, o21ai_0 1031, o221ai_1 50
buf_4 447, a21o_1 319, or3_1 42, xor2_1 384
a31oi_1 222, edfxtp_1 1323, mux2_2 81, o21bai_1 104
nor2_1 1006, clkbuf_16 193, and3_1 81, a221oi_1 141
o31ai_1 52, a22o_1 64, dfxtp_1 257, fa_1 86
a211oi_1 209, a221o_1 41, nor2b_1 78, ha_1 730
nand3_1 171, mux4_2 171, clkdlybuf4s50_1 105, xnor2_1 653
a22oi_1 316, a222oi_1 182, nor3_1 187, o22a_1 43
inv_1 377, o21a_1 109, mux2i_1 50
[cell families after synthesis]
| group | count (synthesis) | share of synthesized area |
|---|---|---|
| multiplexers | 302 | 0.04478 |
| XOR/XNOR | 1045 | 0.07810 |
| buffers and inverters | 1222 | 0.03918 |
| AND-OR/OR-AND | 4398 | 0.2467 |
| AND/OR/NAND/NOR | 3015 | 0.1118 |
| flip-flops | 1596 | 0.3851 |
| adder cells (fa/ha/maj) | 839 | 0.09434 |
